### flow/run.sh
#!/bin/bash
# OpenROAD 26Q1-2900-gdf79404cd8, Yosys 0.63+post, stock flow scripts
make -C /OpenROAD-flow-scripts/flow DESIGN_CONFIG=/design/flow/config.mk WORK_HOME=/design/flow/orfs finish
### flow/config.mk
export PLATFORM = sky130hd
export DESIGN_NAME = DM
export DESIGN_NICKNAME = DM
export VERILOG_FILES = /design/flow/design.v
export SDC_FILE = /design/flow/constraint.sdc
export NUM_CORES = 4
export LEC_CHECK = 1
export CORE_UTILIZATION = 30
### flow/constraint.sdc
current_design DM

set clk_period 43.2
set clk_io_pct 0.2

create_clock -name clk0 -period $clk_period [get_ports {clock}]

set non_clock_inputs [all_inputs -no_clocks]
set_input_delay [expr $clk_period * $clk_io_pct] -clock clk0 $non_clock_inputs
set_output_delay [expr $clk_period * $clk_io_pct] -clock clk0 [all_outputs]
### flow/design.v
module DM(clock, reset, write_enable, write_data, addr, read_data);
	parameter Addr_W = 64; 
	parameter Data_W = 32;
	input  clock;
	input  reset;
	input  write_enable;
	input  [31:0]addr;
	input  [Data_W-1:0]write_data;
	output [Data_W-1:0]read_data;
	integer k;
	reg [Data_W-1:0] memory [Addr_W-1:0];
	assign read_data=memory[addr[7:2]];
	always@(posedge clock) begin 
		if (reset== 1'b1) begin 
			for (k=0; k<64; k=k+1) begin
				memory[k] = 32'b0;
			end
		end else if (write_enable==1'b1) begin
			memory[addr[7:2]] = write_data;
		end
	end 
endmodule
==> results.yml <==
# implementation run metrics
worst_setup_path:
  cpLargestDelayFamily: "buffers and inverters"
  timing.critical_path.slowest_stage_cell: "sky130_fd_sc_hd__o21ai_0"
  path_class: "input port to output port"
  worstPathRequired_ns: 34.56
  critical-path-max-stage-delay_ns: 0.95
  critical_path.n_buffers_inverters: 6
  critical_path_cell_count: 11
  path_max_fanout: 45
  timing.critical_path.from_type: "input port"
  timing.critical_path.cells: "buf_8 > buf_4 > buf_4 > buf_4 > buf_4 > mux2_2 > a221oi_1 > a221oi_1 > o21ai_0 > nand4_1 > clkdlybuf4s50_1"
  critical_path_arrival_ns: 14.45
  timing.critical_path.mode_cell: "sky130_fd_sc_hd__buf_4"
  worst_setup_end_kind: "output port"
cells_and_area:
  layout.cells.most_common_list: "2056 x sky130_fd_sc_hd__and2_1, 2048 x sky130_fd_sc_hd__edfxtp_1, 327 x sky130_fd_sc_hd__buf_4, 312 x sky130_fd_sc_hd__a221oi_1, 284 x sky130_fd_sc_hd__a22oi_1"
  final_common_cell: "sky130_fd_sc_hd__and2_1"
  logic_area_um2: 29700
  drive_gt1_frac: 0.156
  layout.filler_cells: 29500
  syn_to_final_growth_pct: 12.2
  largest_register_ff_count: 2048
  sequential_cell_area_um2: 61500
timing:
  rel_slew_slack: 0.212
  setup_total_negative_slack_ns: 0
  post-route-period-util: 0.535
  finalHoldWorstSlack_ns: 8.20
  grt_setup_unrepaired: "false"
  max_slew.worst_pin.slew_ns: 1.17
  setup-violations-final: 0
  timing_max_transition_violations_final: 0
  hold_viol: 0
  period_needed_ns: 23.09
  fmaxAchievable_mhz: 43.3
clocking:
  cts.path.max_buffers: 3
  cts_tree: "done"
  num_cts_buffers: 209
  cts_hold_buffers: 0
  number_of_gates_given_a_new_drive_strength_after_cts: 0
  clockRootBuffer: "sky130_fd_sc_hd__clkbuf_16"
  cts-htree-levels: 4
  path_clk_slew_ns: 0.06
  post_cts.repair.setup_buffers: 0
  clock-sinks: 2048
global_routing:
  number_of_antenna_violations_at_the_first_check_in_global_routing: 19
  first_pass_grt_wire_length_um: 439000
  grt_max_degree: 111
  vias_in_the_first_global_route: 60300
  leftover_overflow_at_the_end_of_global_routing: 0
  grt_util_all_layers: 0.206
route:
  drtPass1Iterations: 6
  ant_nets: 0
  via_count: 59100
  detail_route.drc_violations: 0
  first_iter_violations: 3935
  via_per_inst: 5.27
  totalWireLength_um: 311000
  wl_per_cell_um: 27.7
power_and_ir_drop:
  p_leak_nw: 35.2
  vdd_drop_max_mv: 0.0421
  p_per_area_nw_per_um2: 41.4
synthesis:
  yosys.stat.seqShare: 0.651
  synth.yosys.chip_area_um2: 94400
  synthDistinctLibCells: 72
  ys.warnings.count: 1
  synthesis.area_per_instance_um2: 13.3
  synth-edff-count: 2048
  synthCells: 7075
  synth.yosys.num_cells: 7075
  synth-async-reset-ratio: 0
  synth.cell_area_um2: 94400
  synth_flop_count: 2048
  yosys_most_used_dff: "sky130_fd_sc_hd__edfxtp_1"
min_path:
  hold-path-endpoint: "memory[49][1]"
  worst_hold_class: "input port to flop"
  worst_hold_path.num_cells: 2
  worst_hold_startpoint: "write_data[1]"
job:
  stage_log_warnings: 58
  max_cap_check_violation_count: 0
floorplanning:
  core_area_um2: 312000
  dieHeight_um: 563
  overall_die_area_um2: 317000
  design.portCount: 99
  rows: 205
  fp-utilization: 0.302
  die_extent_in_x_um: 563
place:
  buffer_ports.inserted: 72
  place.gp.congestion: 0.930
  place_hpwl_um: 183000
status:
  run_status: "finished clean"
==> final cells by class <==
type / instances / share of cell area
Multi-Input combinational cell: 4218 / 0.280
Inverter: 5 / 0.000284
Tap cell: 4140 / 0.0489
Clock buffer: 252 / 0.0509
Clock inverter: 135 / 0.00950
Antenna cell: 8 / 0.000189
Sequential cell: 2048 / 0.581
Timing Repair Buffer: 404 / 0.0295
==> through the flow <==
step | total power [mW] | utilization | instances | setup slack (ns) | instance area (µm²)
4_1_cts | 4.40 | 0.339 | 11200 | 20.42 | 106000
5_1_grt | 4.50 | 0.339 | 11200 | 20.02 | 106000
6_report | 4.38 | 0.339 | 11200 | 20.11 | 106000
2_1_floorplan | 2.53 | - | 7075 | 24.35 | 94400
3_3_place_gp | 2.70 | 0.318 | 10800 | 20.42 | 99500
3_5_place_dp | 2.71 | 0.318 | 10800 | 20.42 | 99500
==> routing by layer <==
metal | wire length, µm | vias up | global-route usage
met2 | 136000 | 3520 | 0.296
met1 | 103000 | 28800 | 0.226
met5 | 1170 | - | 0.0230
met3 | 52600 | 699 | 0.155
li1 | - | 26000 | -
met4 | 17700 | 40 | 0.0926
==> cell usage after synthesis (6+ instances only) <==
| master | instances | area [µm²] |
|---|---|---|
| sky130_fd_sc_hd__nor3b_1 | 19 | 143 |
| sky130_fd_sc_hd__clkbuf_1 | 555 | 2080 |
| sky130_fd_sc_hd__nor2_1 | 67 | 251 |
| sky130_fd_sc_hd__a2111oi_0 | 6 | 52.6 |
| sky130_fd_sc_hd__buf_1 | 61 | 229 |
| sky130_fd_sc_hd__nand4_1 | 29 | 181 |
| sky130_fd_sc_hd__a21oi_1 | 187 | 936 |
| sky130_fd_sc_hd__nor2b_1 | 7 | 43.8 |
| sky130_fd_sc_hd__a222oi_1 | 13 | 130 |
| sky130_fd_sc_hd__and3b_1 | 6 | 52.6 |
| sky130_fd_sc_hd__nor3_1 | 62 | 310 |
| sky130_fd_sc_hd__buf_4 | 38 | 285 |
| sky130_fd_sc_hd__nand2_1 | 32 | 120 |
| sky130_fd_sc_hd__a2bb2oi_1 | 13 | 114 |
| sky130_fd_sc_hd__a22o_1 | 29 | 254 |
| sky130_fd_sc_hd__nand3b_1 | 118 | 886 |
| sky130_fd_sc_hd__edfxtp_1 | 2048 | 61500 |
| sky130_fd_sc_hd__nor2_2 | 8 | 50.1 |
| sky130_fd_sc_hd__nand3_1 | 123 | 616 |
| sky130_fd_sc_hd__buf_2 | 133 | 666 |
| sky130_fd_sc_hd__and2_1 | 2058 | 12900 |
| sky130_fd_sc_hd__a31oi_1 | 15 | 93.8 |
| sky130_fd_sc_hd__a32oi_1 | 15 | 131 |
| sky130_fd_sc_hd__o32ai_1 | 7 | 61.3 |
| sky130_fd_sc_hd__mux2_2 | 166 | 1870 |
| sky130_fd_sc_hd__mux4_2 | 27 | 608 |
| sky130_fd_sc_hd__o31a_1 | 14 | 123 |
| sky130_fd_sc_hd__o22ai_1 | 151 | 945 |
| sky130_fd_sc_hd__a22oi_1 | 284 | 2130 |
| sky130_fd_sc_hd__nor4_1 | 16 | 100 |
| sky130_fd_sc_hd__nand2b_1 | 10 | 62.6 |
| sky130_fd_sc_hd__a2111oi_2 | 11 | 165 |
| sky130_fd_sc_hd__or3b_2 | 87 | 762 |
| sky130_fd_sc_hd__o21ai_0 | 51 | 255 |
| sky130_fd_sc_hd__mux2i_1 | 70 | 701 |
| sky130_fd_sc_hd__o41a_1 | 28 | 315 |
| sky130_fd_sc_hd__a211oi_1 | 19 | 143 |
| sky130_fd_sc_hd__and2_0 | 6 | 37.5 |
| sky130_fd_sc_hd__a221oi_1 | 312 | 2730 |
| sky130_fd_sc_hd__a221o_1 | 28 | 280 |
| sky130_fd_sc_hd__o221ai_1 | 8 | 70.1 |
| sky130_fd_sc_hd__and3_1 | 18 | 113 |
| sky130_fd_sc_hd__buf_6 | 16 | 180 |
| sky130_fd_sc_hd__or2_2 | 64 | 400 |
==> where the power goes <==
group | internal, mW | switching [mW]
registers | 2.29 | 0.0249
clock network | 0.937 | 0.776
logic | 0.102 | 0.258
total | 3.32 | 1.06
==> worst max path at each step <==
| stage | startpoint | end | slack, ns |
|---|---|---|---|
| 4_1_cts | addr[4] | read_data[4] | 20.42 |
| 5_1_grt | addr[4] | read_data[4] | 20.02 |
| 6_report | addr[4] | read_data[4] | 20.11 |
==> logic make-up after synthesis <==
logic type / after synthesis / synth area share
DFF: 2048 / 0.651
buffers and inverters: 809 / 0.0367
muxes: 263 / 0.0337
and+or+nand+nor: 2745 / 0.182
AOI/OAI and AO/OA: 1210 / 0.0964
Power figures rest on the tool's default switching activity, not on a simulated workload.
