==> /design/flow/config.mk <==
export PLATFORM = sky130hd
export DESIGN_NAME = RF
export DESIGN_NICKNAME = RF
export VERILOG_FILES = /design/flow/design.v
export SDC_FILE = /design/flow/constraint.sdc
export NUM_CORES = 4
export LEC_CHECK = 1
export CORE_UTILIZATION = 30
==> /design/flow/design.v <==
module RF(clock, reset, write_enable, write_data, read_addr1, 
		   read_addr2, pc, write_addr, read_data1, read_data2);
	parameter Addr_W = 16; 
	parameter Data_W = 32;
	input  clock, reset ,write_enable;
	input  [3:0]write_addr;
	input  [3:0]read_addr1;
	input  [3:0]read_addr2;
	input  [Data_W-1:0]write_data;
	input  [Data_W-1:0]pc;
	output reg [Data_W-1:0]read_data1;
	output reg [Data_W-1:0]read_data2;
	integer k;
	reg [Data_W-1:0] register_file [Addr_W-1:0];
	always@(read_addr1,read_addr2,pc) begin 
		if (read_addr1 == 4'hf) begin 
			read_data1 = pc;
		end else begin 
			read_data1 = register_file[read_addr1];
		end 
		if (read_addr2 == 4'hf) begin 
			read_data2 = pc;
		end else begin 
			read_data2 = register_file[read_addr2];
		end 	
	end 
	always@(posedge clock) begin 
		if (reset==1'b1) begin 
			for (k=0; k<16; k=k+1) begin
				register_file[k] = 32'b0;
			end
		end else if (write_enable==1'b1) begin
			register_file[write_addr] = write_data;
		end
	end
endmodule
==> /design/flow/constraint.sdc <==
current_design RF

set clk_period 15.0
set clk_io_pct 0.2

create_clock -name clk0 -period $clk_period [get_ports {clock}]

set non_clock_inputs [all_inputs -no_clocks]
set_input_delay [expr $clk_period * $clk_io_pct] -clock clk0 $non_clock_inputs
set_output_delay [expr $clk_period * $clk_io_pct] -clock clk0 [all_outputs]
==> /design/flow/run.sh <==
#!/bin/bash
# OpenROAD 26Q1-2900-gdf79404cd8, Yosys 0.63+post, stock flow scripts
make -C /OpenROAD-flow-scripts/flow DESIGN_CONFIG=/design/flow/config.mk WORK_HOME=/design/flow/orfs finish
==> results.tsv <==
metric	value	unit
initial drt markers	954	
Inst Count DP	2926	
Clock Path Buffers	3	
status	complete, no violations	
Top area cell types	edfxtp_1 (55%), mux4_2 (17%), and2_1 (12%)	
post-route cell area	30100	um^2
Final HPWL DP	47.3	mm
CTS tree	yes	
Inserted Clock Buffers	53	
port buffer count	142	
yosys cell count	1770	
cells after synthesis	1770	
drt wl/cell	27.3	um
core region area	85500	um^2
Non-Filler Instances	3022	
die height	296	um
Final setup viols	0	
post-synth top area share	55.4	%
Leakage	9.85	nW
CTS H-tree depth	2	
Root Buffer	clkbuf_16	
Crit Path Category	primary input to output pin	
DRC Markers	0	
Top Layout Cells	and2_1 (510), edfxtp_1 (480), mux4_2 (192)	
Int Power	2.47	mW
register share of total power	48.7	%
Arrival @ worst endpoint	6620	ps
total number of vias	16500	
post-CTS setup buffer count	0	
fin util	35.2	%
Max Cap Viol	0	
Final Max Slew Viols	0	
mapped cell area	26000	um^2
crit path DRT	12000	ps
Log Warnings	25	
setup TNS	0	ps
DRT antenna net count	0	
share of cells above drive strength 1	23.4	%
sw frac	24.4	%
DR vias/cell	5.45	
first-pass GRT wire length	119	mm
hold_buf cts	0	
Pwr Total	3.27	mW
Initial DRT Pass Iterations	7	
number of global-route vias before repair	17800	
number of placement rows	107	
Max IR drop VDD	91.1	uV
crit start category	primary input	
Hold Crit Class	primary input to register	
max incr delay on CP	680	ps
Synth Flop Type	edfxtp_1	
Synth area leader	edfxtp_1	
gpl congestion	0.870	
Post-synth EDFFs	480	
routed wire length	82.5	mm
Remaining Overflow, GRT	0	
Mapped Avg Cell Area	14.7	um^2
Combinational Power Share	12.8	%
Synthesis Warnings	1	
part of the power in the clock network	38.5	%
clock sink count	480	
RSZ-0062 raised after global routing	no	
Cell Area, Placed	28500	um^2
CP cell instances	buf_6 > buf_4 > buf_4 > mux4_2 > nor2b_1 > a211oi_1 > a21oi_1 > clkdlybuf4s50_1	
initial antenna violation count	5	
worst hold start	write_data[4]	
io pins	143	
Period minus WS final	9620	ps
Distinct cells, synth	35	
largest net degree at the start of global routing	73	
width of the chip	296	um
Post-synth seq share	55.4	%
switching power	0.798	mW
most frequent CP cell	buf_4	
crit path max fanout	40	
Slowest cell on crit path	buf_4	
CTS resizes	0	
synthesis area per yosys	26000	um^2
max reg flops	480	
Rel. slew slack	47.8	%
worst-margin pin slew	784	ps
CP startpoint	read_addr1[0]	
Core Density at Floorplan	30.4	%
Area Growth Syn to Fin	15.8	%
CP Capture Point	read_data1[11]	
Global Route Usage Sum	20.1	%
FMAX	104	MHz
Final Cycle Share	64.2	%
pwr/cell area	108	nW/um^2
Async S/R FF share, synth	0	%
Die ar.	87900	um^2
Fin. Hold Viols	0	
Flops after synth	480	
Crit. End Element	output pin	
Commonest Layout Cell	and2_1	
clock-pin transition on the worst setup and hold timing paths	60	ps
-- per-stage QoR --
stage	hold WS, ps	worst slack [ps]
final	3340	5380
after global routing	3380	5070
after CTS	3340	5310
after detailed placement	4000	5290
after global placement	3980	5270
after floorplan	3200	7820
-- synth_stat cells, drive strengths merged, types with 2 or more instances --
master,count
and2,510
a21oi,60
o21ai,6
nand2b,6
clkbuf,117
o22ai,3
nand3,3
nand2,2
nand3b,2
mux2,61
nor2b,30
edfxtp,480
nor2,13
a211oi,60
o22a,60
o221ai,59
o211ai,2
nand4,2
mux4,192
mux2i,10
or2,15
buf,66
nor3,4
-- area by class of cell --
class,count,area (um^2)
Antenna cell,1,2.50
Clock buffer,66,1400
Clock inverter,29,245
Fill cell,7882,55400
Inverter,1,3.75
Multi-Input combinational cell,1106,10800
Sequential cell,480,14400
Tap cell,1144,1430
Timing Repair Buffer,195,1820
-- cell families after synthesis --
kind of cell,share of synthesized area [%]
simple gates,14.1
flops,55.4
mux,19.7
compound gates,7.54
buf+inv,3.30
-- per-layer routing --
metal	share of wire [%]	up-vias	track usage [%]
met5	0.11	-	0.610
met4	4.0	10	6.45
met3	16	191	14.2
met2	46	1217	30.3
met1	34	8040	22.7
li1	-	7001	-
-- critical path: cells and delay by family --
family / cells / cell delay (ps)
AND-OR/OR-AND: 2 / 640
multiplexers: 1 / 340
buffers and inverters: 4 / 2400
AND/OR/NAND/NOR: 1 / 150
-- worst min path at each step --
stage	to	slack [ps]	cells after the start
global route	register_file[2][4]	3380	2
finish	register_file[2][4]	3340	2
CTS	register_file[4][4]	3340	2
-- power by group through the flow --
stage	clock network, mW	registers (mW)	logic, mW
CTS	1.28	1.59	0.421
global route	1.33	1.60	0.446
finish	1.26	1.59	0.419
Power is estimated from default activity; no workload was simulated.
