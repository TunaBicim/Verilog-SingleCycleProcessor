[flow/run.sh]
#!/bin/bash
# OpenROAD 26Q1-2900-gdf79404cd8, Yosys 0.63+post, stock flow scripts
make -C /OpenROAD-flow-scripts/flow DESIGN_CONFIG=/design/flow/config.mk WORK_HOME=/design/flow/orfs finish
[flow/constraint.sdc]
current_design IM

set clk_period 2.5
set clk_io_pct 0.2

create_clock -name clk0 -period $clk_period [get_ports {reset}]

set non_clock_inputs [all_inputs -no_clocks]
set_input_delay [expr $clk_period * $clk_io_pct] -clock clk0 $non_clock_inputs
set_output_delay [expr $clk_period * $clk_io_pct] -clock clk0 [all_outputs]
[flow/design.v]
module IM(reset, read_addr, read_data);
	parameter Addr_W = 64; 
	parameter Data_W = 32;
	input  reset;
	input  [31:0]read_addr;
	output [Data_W-1:0]read_data;
	integer k;
	reg [Data_W-1:0] memory [Addr_W-1:0];
	assign read_data=memory[read_addr[7:2]];
	always@(posedge reset) begin 
		if (reset== 1'b1) begin 
			for (k=8; k<64; k=k+1) begin
				memory[k] = 32'b0;
			end
		end 
		memory[0] = 32'b1110_00_101001_0000_0000_0000_0001_0110;  
		memory[1] = 32'b1110_00_101001_0001_0001_0000_0011_0111;  
		memory[2] = 32'b1110_00_000001_0001_0010_0000_0000_0000;  
		memory[3] = 32'b1110_00_010100_0000_0000_0000_0010_0010;  
		memory[4] = 32'b1110_01_000000_0011_0000_0000_0000_0100;  
		memory[5] = 32'b1110_01_000001_0011_0100_0000_0000_0100;  
		memory[6] = 32'b1110_00_011011_0000_0000_0000_1000_0000;  
		memory[7] = 32'b1110_00_011011_0000_0010_0000_1010_0010;  
	end 
endmodule 
[flow/config.mk]
export PLATFORM = sky130hd
export DESIGN_NAME = IM
export DESIGN_NICKNAME = IM
export VERILOG_FILES = /design/flow/design.v
export SDC_FILE = /design/flow/constraint.sdc
export NUM_CORES = 4
export LEC_CHECK = 1
export CORE_AREA = 10 10 70 70
export DIE_AREA = 0 0 80 80
==> flow_summary.yaml <==
# physical design summary
floorplanning:
  io_pins: 65
  die_y_um: 80
  die_area_um2: 6400
  initCoreUtil_pct: 10.0
  fp.dieW_um: 80
  row_count: 21
  core_um2: 3420
setup_path:
  cp_top_family: "buffers and inverters"
  critPathCaptureType: "output port"
  crit_start: "read_addr[6]"
  cp.arrival_ns: 1.89
  critPathRequiredTime_ns: 2.00
  worstSetupStartpointType: "input pin"
  critical_path.max_stage_delay_ns: 0.46
  critPathBufInv: 3
  path_max_fanout: 6
  crit_chain: "dlygate4sd2_1 -> or3_4 -> inv_4 -> and3_4 -> clkdlybuf4s50_1"
  crit_type: "input pin to output port"
  cp_slowest_cell: "clkdlybuf4s50_1"
synthesis:
  ys_area_um2: 342
  ys_top_cells_by_count: "17 x buf_4, 5 x and3_1, 3 x nor2_1"
  synth.avg_cell_area_um2: 6.70
  netlist_area_um2: 342
  top_cell: "buf_4"
  postSynthSeqShare_pct: 0
  ys_cells: 51
  yosysWarnings: 2
  syn_inst: 51
  synthTopCellsByArea: "buf_4 37%, and3_1 9.2%, nor3_2 5.9%"
  synth_top_area_share_pct: 37.4
  netlist.top_cell.by_area: "buf_4"
  ys_types: 23
detailed_routing:
  antenna_cells: 0
  num_vias: 379
  drt_iter0_drc: 5
  routed_wl_mm: 1.19
  first_pass_iters: 4
  drtAntennaViolNets: 0
  drc: 0
  routed_via_density: 3.11
  avgRoutedWirePerCell_um: 9.79
placed_design:
  dp_hpwl_mm: 1.03
  io_buffer_count: 27
  place.gp.congestion: 0.733
  dpl_cell_area_um2: 616
timing:
  finalSetupViolCount: 0
  min_period_ns: 2.39
  fmax_ghz: 0.418
  final_max_slew_viol_count: 0
  rsz0062_at_grt: "no"
  finalClockPeriodUsage_pct: 95.6
  hold_viol_final: 0
global_route:
  track_usage_pct: 3.12
  grt_pass1_wl_mm: 1.72
  grt_pass1_vias: 364
  antenna_found_initial: 0
  grt_max_degree: 12
  grt_overflow: 0
power_and_ir_drop:
  ir_worst_vdd_mv: 0.0122
  leakagePower_nw: 0.304
  totalPowerFinal_mw: 0.0560
  p_per_area_nw_per_um2: 88.1
worst_hold_path:
  min-delay-start: "read_addr[4]"
  hold_path_class: "input pin to output port"
finish:
  area_delta_synth_final_pct: 86.1
  layout.clock_buffers: 0
  fillers: 383
  ff_latch_area_um2: 0
  layout-drive-gt1-share_pct: 19.7
  design_area_um2: 636
  flop-count: 0
flow_run:
  warnings: 54
  drv_cap: 0
outcome:
  status: "completed"
final timing paths:
path	cells after the start	end
worst max-delay path	5	read_data[5]
worst min-delay path	4	read_data[23]
final cells by class:
cell class | count | area (µm²) | share of cell area, %
Inverter | 1 | 6.26 | 0.984
Multi-Input combinational cell | 39 | 231 | 36.4
Tap cell | 46 | 57.6 | 9.06
Timing Repair Buffer | 36 | 340 | 53.5
through the flow:
step,std cells,setup TNS [ns],setup slack [ns],util (%),hold WS [ns]
3_3_place_gp,121,-1.93,-0.195,18.0,1.98
3_5_place_dp,121,-2.25,-0.206,18.0,1.99
2_1_floorplan,61,0,0.828,-,1.12
4_1_cts,121,0,0.00665,18.1,1.71
5_1_grt,122,0,0.0625,18.6,1.72
6_report,122,0,0.109,18.6,1.68
power by group:
part / internal, mW / leakage [nW] / switching [mW]
sequential: 0 / 0 / 0
clock: 0 / 0 / 0
combinational: 0.0349 / 0.304 / 0.0211
total: 0.0349 / 0.304 / 0.0211
repair_timing:
action,CTS,global route
buffers inserted,0,1
gates resized,7,3
endpoints found under the setup margin,18,5
gates cloned,0,0
hold buffers,0,0
pin swaps,1,0
placed cells by master (no fill, tap or decap):
cell,count
and3_4,1
o211a_1,1
nor3_2,2
or3_4,1
nand2b_1,1
o21a_1,1
dlymetal6s2s_1,2
and4_1,1
nand2_1,2
buf_4,8
xnor2_1,1
a21oi_1,2
and2_1,2
conb_1,11
buf_6,1
inv_4,1
and2b_1,1
nor3b_1,1
nor3_1,2
and3_1,4
and3b_1,1
nor2_1,3
or2_2,1
dlygate4sd2_1,5
clkdlybuf4s50_1,20
cells by family after synthesis:
kind of cell / synth area share, %
compound gates: 8.06
simple gates: 42.1
buf+inv: 46.2
other cells: 1.10
xor+xnor: 2.56
metal layers:
layer / vias up / part of all wire [%] / global-route usage [%]
li1: 192 / - / -
met1: 166 / 42 / 4.02
met2: 21 / 45 / 5.38
met3: 0 / 13 / 0.795
met4: 0 / 0 / 0
met5: - / 0 / 0
Power is estimated from default activity; no workload was simulated.
